--- flow/config.mk ---
export PLATFORM = sky130hd
export DESIGN_NAME = problem4
export DESIGN_NICKNAME = problem4
export VERILOG_FILES = /design/flow/design.v
export SDC_FILE = /design/flow/constraint.sdc
export NUM_CORES = 4
export LEC_CHECK = 1
export CORE_AREA = 10 10 70 70
export DIE_AREA = 0 0 80 80
--- flow/constraint.sdc ---
current_design problem4

set clk_period 2.9
set clk_io_pct 0.2

create_clock -name clk0 -period $clk_period [get_ports {i_clk}]

set non_clock_inputs [all_inputs -no_clocks]
set_input_delay [expr $clk_period * $clk_io_pct] -clock clk0 $non_clock_inputs
set_output_delay [expr $clk_period * $clk_io_pct] -clock clk0 [all_outputs]
--- flow/design.v ---
module problem4(
    input i_clk,
    input i_rst,
    output reg [15:0] o_p
);
    parameter HEX_0 = 16'h0000;
    parameter HEX_1 = 16'h0001;
    wire [15:0] w_p;
    assign w_p = i_rst ? HEX_0 : (o_p + HEX_1);
    always @(posedge i_clk) begin
        o_p <= w_p;
    end    
endmodule
--- flow/run.sh ---
#!/bin/bash
# OpenROAD 26Q1-2900-gdf79404cd8, Yosys 0.63+post, stock flow scripts
make -C /OpenROAD-flow-scripts/flow DESIGN_CONFIG=/design/flow/config.mk WORK_HOME=/design/flow/orfs finish
==> reports/metrics.json <==
{
  "worst_setup_path": {
    "worstPathMaxFanout": 6,
    "critical-path-max-stage-delay_ps": 530,
    "path_delay_family": "buffers and inverters",
    "criticalPathCategory": "reg2out",
    "critical_path.cell_chain": "clkdlybuf4s50_1",
    "critical_path.endpoint_type": "output port",
    "slowest_stage": "clkdlybuf4s50_1",
    "worst_ep_required_time_ps": 2320,
    "critPathLaunchType": "flip-flop",
    "crit_buf_inv": 1,
    "worst_ep_arrival_time_ps": 1290
  },
  "synthesis": {
    "yosys.cell_count.top_type": "dfxtp_1",
    "count_of_mapped_cells_out_of_synthesis": 81,
    "yosysWarnings": 1,
    "avgSynthCellArea_um2": 9.438,
    "top_cells_by_count": "dfxtp_1 (16), nor2_1 (8), a21oi_1 (7)",
    "synth-cells-yosys": 81,
    "edf_count": 0,
    "netlist_top_cells_area": "dfxtp_1 (42%), nor4_4 (5.6%), a21oi_1 (4.6%)",
    "synthesis.area_um2": 764.5,
    "yosys_most_used_dff": "dfxtp_1",
    "async_flop_share": 0,
    "ys_area_um2": 764.5,
    "synth.top_cell.area_share": 0.4190,
    "numSynthFlops": 16,
    "synth_top_cell_by_area": "dfxtp_1",
    "yosysSeqAreaShare": 0.4190,
    "yosysUniqueCellTypes": 23
  },
  "die": {
    "chip_area_um2": 6400,
    "fp_util": 0.2238,
    "core.rowCount": 21,
    "die-height_um": 80,
    "core_region_area_um2": 3416,
    "die_width_um": 80,
    "ioPinCount": 18
  },
  "clocking": {
    "post_cts_hold_buffer_count": 0,
    "cts_inserted_buffers": 3,
    "clk_pin_slew_ps": 90,
    "post_cts_resize_count": 0,
    "postCtsSetupBuffers": 0,
    "clock-root-buffer": "clkbuf_4",
    "clock_tree.buffer_depth": 2,
    "clock_insertion_delay_worst_skew_ps": 280,
    "htree_levels": 1,
    "tritoncts_clock_tree": "done",
    "clkSinkCount": 16
  },
  "timing": {
    "measured_slew_at_the_worst_slew_check_pin_ps": 691.6,
    "fin_worst_hold_slack_ps": 501.4,
    "finalCritPeriodShare": 0.6465,
    "hold_violations": 0,
    "grt_setup_unrepaired": "false",
    "final.min_clock_period_ps": 1875,
    "slew_headroom": 0.5375,
    "count_of_pins_over_their_slew_limit": 0,
    "fin_worst_skew_ps": 6.703,
    "setup_total_negative_slack_ps": 0,
    "achievable-frequency_mhz": 533.3,
    "finalSetupViolations": 0,
    "final.setup.worst_slack_ps": 1025
  },
  "flow_run": {
    "total_tool_warning_count": 25,
    "cap_violations": 0
  },
  "global_routing": {
    "first_global_vias": 603,
    "grt_antenna_before_repair": 0,
    "grt.total_usage": 0.05090,
    "maximum_number_of_pins_on_one_net_before_global_route_repair": 21,
    "grt_first_pass_wirelength_mm": 2.718,
    "grt_remaining_overflow": 0
  },
  "drt": {
    "ant_nets": 0,
    "vias_per_cell": 4.524,
    "wl_per_cell_um": 11.10,
    "drt_drc_violations_left": 0,
    "drt_pre_antenna_iters": 4,
    "route.antenna.diode_count": 0,
    "drt-total-wl_mm": 1.610,
    "drt_iter0_drc": 46,
    "dr_total_vias": 656
  },
  "pwr": {
    "power_density_over_cell_area_nw_per_um2": 388.9,
    "power_leakage_nw": 0.3597,
    "vdd.ir_drop.worst_mv": 0.2714
  },
  "placement": {
    "gp_routability_congestion": 0.7473,
    "input_output_buffers": 17,
    "dp_slack_ps": 883.0,
    "place.detailed.hpwl_mm": 1.223
  },
  "final_layout": {
    "reg.largest.list": "o_p: 16 flops",
    "largest_register_ff_count": 16,
    "registers.top_by_ff_count": "o_p",
    "drive_above_1_share": 0.09091,
    "syn_to_final_growth_pct": 32.08
  },
  "worst_hold_path": {
    "hold_class": "reg2reg"
  },
  "status": {
    "run_status": "finished clean"
  }
}
-- per-layer routing --
| layer | track usage | up-vias | wire length [um] |
|---|---|---|---|
| met2 | 0.07865 | 13 | 726 |
| met3 | 0.02045 | 2 | 99 |
| met4 | 0.008803 | 0 | 21 |
| met5 | 0 | - | 0 |
| li1 | - | 332 | - |
| met1 | 0.06603 | 309 | 763 |
-- logic make-up after synthesis --
kind of cell | after synthesis | synth area share
mux | 4 | 0.05892
simple gates | 37 | 0.3273
buf+inv | 6 | 0.03928
compound gates | 14 | 0.1047
fa+ha+maj | 1 | 0.01636
xor+xnor | 3 | 0.03438
flops | 16 | 0.4190
-- final timing paths --
path                startpoint            endpoint  slack [ps]  cells after the start
max reg2reg  o_p[0]$_SDFF_PP0_  o_p[14]$_SDFF_PP0_        1240                      4
min reg2reg  o_p[0]$_SDFF_PP0_   o_p[0]$_SDFF_PP0_         500                      1
max          o_p[2]$_SDFF_PP0_              o_p[2]        1030                      1
min          o_p[0]$_SDFF_PP0_   o_p[0]$_SDFF_PP0_         500                      1
-- metrics by stage --
step / instance area [um2] / power [mW] / instances / utilization
2_1_floorplan: 764.5 / 0.2418 / 81 / -
3_3_place_gp: 973.4 / 0.2522 / 141 / 0.2850
3_5_place_dp: 973.4 / 0.2530 / 141 / 0.2850
4_1_cts: 1010 / 0.3988 / 145 / 0.2956
5_1_grt: 1010 / 0.4121 / 145 / 0.2956
6_report: 1010 / 0.3927 / 145 / 0.2956
-- layout by cell type (no fill, tap or decap) --
| cell type | count |
|---|---|
| xor2_1 | 2 |
| nand2_1 | 4 |
| nand4_4 | 1 |
| nand4_1 | 1 |
| dfxtp_1 | 16 |
| or4_1 | 4 |
| clkdlybuf4s50_1 | 17 |
| nand4_2 | 1 |
| o31ai_1 | 4 |
| clkbuf_4 | 3 |
| nor2_1 | 8 |
| nor4_4 | 2 |
| ha_1 | 1 |
| clkbuf_8 | 1 |
| nand3_1 | 6 |
| or3_1 | 3 |
| xnor2_1 | 1 |
| nor4_1 | 2 |
| o21ai_0 | 3 |
| inv_1 | 3 |
| mux2_2 | 1 |
| a21oi_1 | 7 |
| mux2_1 | 3 |
| nor2b_1 | 5 |
-- area by class of cell --
type	instances	area [um2]
fill	370	2406
inverter	3	11.26
clock buffer	4	36.28
tap	46	57.56
multi-input combinational	59	414.1
sequential	16	320.3
timing repair buffer	17	170.2
-- where the power goes --
part | switching [mW] | total, mW | leakage (nW) | internal, mW
clock | 0.0687 | 0.145 | 0.0210 | 0.0764
sequential | 0.00554 | 0.229 | 0.129 | 0.223
combinational | 0.00810 | 0.0189 | 0.209 | 0.0108
total | 0.0824 | 0.393 | 0.360 | 0.310
Power and IR drop assume default switching activity.
