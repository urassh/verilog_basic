`flow/constraint.sdc`:
```
current_design problem5

set clk_period 1.2
set clk_io_pct 0.2

create_clock -name clk0 -period $clk_period [get_ports {i_clk}]

set non_clock_inputs [all_inputs -no_clocks]
set_input_delay [expr $clk_period * $clk_io_pct] -clock clk0 $non_clock_inputs
set_output_delay [expr $clk_period * $clk_io_pct] -clock clk0 [all_outputs]
```
`flow/design.v`:
```
module problem5(
    input i_clk,
    input [1:0] i_ctrl,
    input [15:0] i_data_0,
    input [15:0] i_data_1,
    input [15:0] i_data_2,
    input [15:0] i_data_3,
    output reg [15:0] o_data
);
    always @(posedge i_clk) begin
        case (i_ctrl)
            2'b00 : o_data = i_data_0;
            2'b01 : o_data = i_data_1;
            2'b10 : o_data = i_data_2;
            2'b11 : o_data = i_data_3;
            default: o_data = 0;
        endcase
    end
endmodule
```
`flow/run.sh`:
```
#!/bin/bash
# OpenROAD 26Q1-2900-gdf79404cd8, Yosys 0.63+post, stock flow scripts
make -C /OpenROAD-flow-scripts/flow DESIGN_CONFIG=/design/flow/config.mk WORK_HOME=/design/flow/orfs finish
```
`flow/config.mk`:
```
export PLATFORM = sky130hd
export DESIGN_NAME = problem5
export DESIGN_NICKNAME = problem5
export VERILOG_FILES = /design/flow/design.v
export SDC_FILE = /design/flow/constraint.sdc
export NUM_CORES = 4
export LEC_CHECK = 1
export CORE_AREA = 10 10 74 74
export DIE_AREA = 0 0 84 84
```
==> run notes <==
flow finished, numbers: status finished, final reports clean, type of the setup path with the least slack in2reg, Cell Type Count 6, path category of the worst min-delay check in2reg, Combinational Power Share 27.9%, overall via count from detail_route 697, vias in the first global route 810, series of cell instances along the critical path clkdlybuf4s50_1 -> buf_12 -> mux4_2, total of warnings raised by yosys 1, RSZ-0062 raised after global routing no, global-route wire length before repair 4367 µm, number of cells in Yosys stat 36, clock transition time at the flip-flop clock pins of the worst setup and hold paths 0.06 ns, layout-stage area growth over the synthesis result 126.9%, Placer Congestion 0.7394, Worst EP arrival 1.21 ns, startpoint of the worst hold path i_ctrl[0], Largest register FFs 16, WL met1 1080 µm, net switching power 0.2603 mW, sequential share of power 40.5%, ys async rst share 0%, area of placed instances 1627 µm², floorplan-stage core utilization 18.75%, accumulated negative setup slack 0 ns, Pins Over Slew Limit 0, beginning of the critical path i_ctrl[1], average instance area after synthesis 20.68 µm², core outline area 3971 µm², Period Utilization, post-route 90.80%, portion of the post-synthesis area used by sequential elements 43.03%, num rows 23, number of hold-slack violations in the final timing report 0, CTS Buf Count 3, router iterations before antenna repair 2, die area 7056 µm², static leakage 0.6714 nW, y dimension of the die 84 µm, crit-path max FO 16, width of the die 84 µm, met2 wire len 1410 µm, maximum number of pins on one net before global-route repair 17, Antenna Nets Post-Route 0, total number of warnings across the stage logs 25, critical path capture point type flop, Setup Viol. Count Final 0, total chip power 1.479 mW, clock root buffer sky130_fd_sc_hd__clkbuf_8, Top delay family on crit path buffers and inverters, share of total power in the clock network 31.6%, longest individual stage delay on the worst path 0.51 ns, total detailed-routing wirelength 2821 µm, internal power 1.219 mW, most instantiated library cell after synthesis sky130_fd_sc_hd__dfxtp_1, fraction of post-synthesis cell area in the top cell type by area 43.03%, uppermost signal routing layer after detailed routing met4, Min Clock Period, post-route 1.090 ns, Synth top cells by count sky130_fd_sc_hd__dfxtp_1, sky130_fd_sc_hd__mux4_2, sky130_fd_sc_hd__mux4_1, drc violations 0, power per cell area 875.5 nW/µm², Post-CTS Setup Repair Bufs 0, Crit path buffers/inverters 2, chip area from the yosys synthesis statistics 744.5 µm², detail-routed via count per cell 4.076, Relative slew margins 92.33%, number of synthesized register bits 16, remaining global-route overflow 0, cells after synthesis 36, clock tree sinks 16, combined global-route utilization of all metal layers 7.664%, crit path DRT 1.32 ns, post-synth design cell area 744.5 µm², diodes inserted 0, layout cells sized above 1 14.88%, post-route cell area 1689 µm², met3 WL post-DR 279 µm, # port buffers 82, Hold Worst Slack 0.4937 ns, slew at the pin closest to its max-slew limit 0.1147 ns, maximum buffer depth of the clock tree 2, Most used DFF post-synth sky130_fd_sc_hd__dfxtp_1, largest area contributor in the synthesized netlist sky130_fd_sc_hd__dfxtp_1, flip-flops with a built-in enable 0, Sw Share 17.60%, kind of launch point of the worst setup path primary input, max capacitance violation total 0, final core area utilization 42.53%, Cell area leaders sky130_fd_sc_hd__dfxtp_1, sky130_fd_sc_hd__mux4_2, sky130_fd_sc_hd__mux4_1, sky130_fd_sc_hd__buf_12, sky130_fd_sc_hd__buf_6, number of I/O pins 83, maximum vdd ir drop 0.2944 mV, number of hold buffers added after CTS 0, initial antenna violation count 0, Crit-path slowest cell sky130_fd_sc_hd__clkdlybuf4s50_1, count of H-tree levels built during CTS 1, clock tree from TritonCTS yes, Fmax achieved 917.8 MHz, routed length per instance 16.50 µm, iteration-0 DRC count of the detailed router 7
-- final timing paths --
path	cells after the start	slack [ns]	to
worst min-delay path	3	0.49	o_data[15]$_DFF_P_
worst max-delay path	3	0.11	o_data[2]$_DFF_P_
-- logic make-up after synthesis --
family	synth area share, %
buffers and inverters	5.546
flip-flops	43.03
multiplexers	51.43
-- worst min-delay path, cell delays in order --
cell	delay (ns)
sky130_fd_sc_hd__clkbuf_2	0.13
sky130_fd_sc_hd__buf_12	0.14
sky130_fd_sc_hd__mux4_1	0.20
-- placed cells by master, fill, tap and decap left out --
cell,count
sky130_fd_sc_hd__clkbuf_2,1
sky130_fd_sc_hd__buf_12,2
sky130_fd_sc_hd__bufbuf_16,1
sky130_fd_sc_hd__clkbuf_8,4
sky130_fd_sc_hd__mux4_2,10
sky130_fd_sc_hd__clkdlybuf4s50_1,65
sky130_fd_sc_hd__dlygate4sd2_1,16
sky130_fd_sc_hd__mux4_1,6
sky130_fd_sc_hd__dfxtp_1,16
-- metal layers --
metal	global-route usage (%)	up-vias
met5	0	-
met1	8.984	318
li1	-	328
met2	13.03	47
met3	2.953	4
met4	1.522	0
-- power groups by stage --
stage / sequential, mW / clock, mW / combinational (mW)
after global routing: 0.605 / 0.520 / 0.443
final: 0.599 / 0.468 / 0.412
after CTS: 0.600 / 0.497 / 0.423
-- final cells by class --
class	instances	area, µm²
tap	50	62.56
clock buffer	4	55.05
sequential	16	320.3
timing repair buffer	85	868.3
multi-input combinational	16	382.9
fill	362	2282
-- timing repair --
action,CTS,global route
gates cloned,1,0
endpoints found under the setup margin,32,8
resized,18,1
-- through the flow --
step / worst slack, ns / cells
after floorplan: 0.09566 / 36
after global placement: -0.4107 / 166
after detailed placement: -0.4373 / 166
after CTS: 0.001359 / 171
after global routing: 0.08818 / 171
final: 0.1104 / 171
Power is estimated from default activity; no workload was simulated.
